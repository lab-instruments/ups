`design/flow/run.sh`:
```
#!/bin/bash
# OpenROAD 26Q1-2900-gdf79404cd8, Yosys 0.63+post, stock flow scripts
make -C /OpenROAD-flow-scripts/flow DESIGN_CONFIG=/design/flow/config.mk WORK_HOME=/design/flow/orfs finish
```
`design/flow/config.mk`:
```
export PLATFORM = sky130hd
export DESIGN_NAME = ups_da
export DESIGN_NICKNAME = ups_da
export VERILOG_FILES = /design/flow/design.v
export SDC_FILE = /design/flow/constraint.sdc
export NUM_CORES = 4
export LEC_CHECK = 1
export CORE_UTILIZATION = 30
```
`design/flow/constraint.sdc`:
```
current_design ups_da

set clk_period 3.5
set clk_io_pct 0.2

create_clock -name clk0 -period $clk_period [get_ports {clk}]

set non_clock_inputs [all_inputs -no_clocks]
set_input_delay [expr $clk_period * $clk_io_pct] -clock clk0 $non_clock_inputs
set_output_delay [expr $clk_period * $clk_io_pct] -clock clk0 [all_outputs]
```
`design/flow/design.v`:
```
module ups_da(
    input          clk,
    input          rst_n,
    input          dv0,
    input   [11:0] data0,
    input          dv1,
    input   [11:0] data1,
    output         sclk,
    output         dout0,
    output         dout1,
    output         cs_n,
    output         ldac_n,
    output         busy
);
    typedef enum logic[5:0] { DA_INIT, DA_CS_START, DA_CS_STOP, DA_LDAC_START, DA_LDAC_STOP, DA_SND } state_t;
    state_t state;
    logic [ 7:0]  clk_div_l;
    logic         sclk_l;
    logic         sclk_n_l;
    logic         sclk_n_reg_l;
    logic         sclk_reg_l;
    logic         sclk_out_l;
    logic         cs_n_l;
    logic         dout0_l;
    logic         dout1_l;
    logic         ldac_n_l;
    logic         busy_l;
    logic [15:0]  data0_l;
    logic [15:0]  data1_l;
    logic [ 4:0]  dcnt_l;
    assign sclk_n_l                    = ~sclk_l;
    assign sclk                        = sclk_l;  
    assign cs_n                        = cs_n_l;
    assign dout0                       = dout0_l;
    assign dout1                       = dout1_l;
    assign ldac_n                      = ldac_n_l;
    assign busy                        = busy_l;
    always @(posedge clk) begin : SCLK_DIVIDER
        if(rst_n == 1'b0) begin
            clk_div_l                  <= 'b0;
            sclk_l                     <= 1'b0;
        end else begin
            clk_div_l                  <= clk_div_l + 1'b1;                      
            sclk_l                     <= clk_div_l[2];
        end
    end
    always @(posedge clk) begin : READ_STATE_MACHINE
        if(rst_n == 1'b0) begin
            state                      <= DA_INIT;
            dcnt_l                     <= 'b0;
            sclk_n_reg_l               <= 1'b0;
            sclk_reg_l                 <= 1'b0;
            data0_l                    <= 'b0;
            data1_l                    <= 'b0;
            dout0_l                    <= 1'b0;
            dout1_l                    <= 1'b0;
            sclk_out_l                 <= 1'b1;
            cs_n_l                     <= 1'b1;
            ldac_n_l                   <= 1'b1;
        end else begin
            cs_n_l                     <= 1'b1;                                  
            sclk_n_reg_l               <= sclk_n_l;                              
            sclk_reg_l                 <= sclk_l;                                
            sclk_out_l                 <= 1'b1;                                  
            ldac_n_l                   <= 1'b1;                                  
            busy_l                     <= 1'b1;                                  
            case(state)
                DA_INIT : begin
                    busy_l             <= 1'b0;                                  
                    if((dv0 == 1'b1) || (dv1 == 1'b1)) begin
                        state          <= DA_CS_START;                           
                        dcnt_l         <= 5'h10;                                 
                        if((dv0 == 1'b1) && (dv1 == 1'b1)) begin
                            data0_l[11:0]   <= data0;                            
                            data1_l[11:0]   <= data1;                            
                        end else if(dv0 == 1'b1) begin
                            data0_l[11:0]   <= data0;                            
                        end else begin  
                            data1_l[11:0]   <= data1;                            
                        end
                    end
                end
                DA_CS_START : begin
                    if((sclk_l == 1'b1) && (sclk_reg_l == 1'b0)) begin           
                        cs_n_l         <= 1'b0;                                  
                        state          <= DA_SND;                                
                        dout0_l        <= data0_l[dcnt_l - 1'b1];                
                        dout1_l        <= data1_l[dcnt_l - 1'b1];                
                        dcnt_l         <= dcnt_l - 1'b1;                         
                    end
                end
                DA_SND : begin
                    sclk_out_l         <= sclk_l;                                
                    cs_n_l             <= 1'b0;                                  
                    if((sclk_l == 1'b1) && (sclk_reg_l == 1'b0)) begin           
                        dout0_l        <= data0_l[dcnt_l - 1'b1];                
                        dout1_l        <= data1_l[dcnt_l - 1'b1];                
                        dcnt_l         <= dcnt_l - 1'b1;                         
                    end
                    if((sclk_l == 1'b0) && (sclk_reg_l == 1'b1)) begin           
                        if(dcnt_l == 5'h0) begin
                            state      <= DA_CS_STOP;                            
                            dcnt_l     <= 5'h0;                                  
                        end
                    end
                end
                DA_CS_STOP : begin
                    cs_n_l             <= 1'b0;                                  
                    if((sclk_n_l == 1'b1) && (sclk_n_reg_l == 1'b0)) begin       
                        state          <= DA_LDAC_START;                         
                    end
                end
                DA_LDAC_START : begin
                    ldac_n_l           <= 1'b0;                                  
                    if((sclk_l == 1'b1) && (sclk_reg_l == 1'b0)) begin           
                        state          <= DA_LDAC_STOP;                          
                    end
                end
                DA_LDAC_STOP : begin
                    ldac_n_l           <= 1'b0;                                  
                    if((sclk_l == 1'b1) && (sclk_reg_l == 1'b0)) begin           
                        state          <= DA_INIT;                               
                    end
                end
                default : begin
                    state              <= DA_INIT;                               
                end
            endcase
        end
    end
endmodule
```
==> results_slide.txt <==
Run Summary

Clock network
  • Clock buffer depth: 2
  • Hold-fix buffers, CTS: 0
  • CTS tree: built
  • Post-CTS sizing: 0
  • Clock transition at path regs: around 90 ps
  • Post-CTS Setup Inserts: 0
  • Clock Latency Late Sink: about 300 ps
  • Clock Sinks: between 40 and 50
  • H-tree levels: 2
  • Root buffer cell: clkbuf_8
  • TritonCTS Buffers: 5

Place
  • DPL Wire Length: 2922 um
  • Setup Slack @ Placement: ~1100 ps
  • Final GP Congestion: approximately 0.73
  • Port bufs: 33

Logic synthesis
  • Syn Inst Count: about 230
  • Main area contributors: dfxtp_1, nand2_1, a21boi_0
  • Total cells reported by yosys after synthesis: ~230
  • Syn Std Cell Area: just over 0.002 sq mm
  • Dominant register cell: dfxtp_1
  • Avg Inst Size Synth: about 9 sq um
  • Area leader share: 0.4335
  • Synth cell count leaders: nand2_1, dfxtp_1, a21boi_0, nor2_1
  • Post-synth EDFFs: 1
  • Ys async rst share: 0
  • #FFs+latches synth: around 46
  • Yosys synthesis chip area: 0.002078 sq mm
  • Ys Warns: 1
  • Most frequent cell after synthesis: nand2_1
  • Area leader, netlist: dfxtp_1
  • Synth cell types: 38
  • Synth Seq Share: 0.4479

Final timing
  • Highest Clock Rate: 429.2 MHz
  • Setup TNS: 0 ps
  • Post-layout min period: around 2300 ps
  • Worst Max-Slew Pin Slew: 727.7 ps
  • Clock Skews: between 7 and 8 ps
  • Setup Viol. Count Final: 0
  • Crit share post-route: 0.6656
  • RSZ-0062 raised after global routing: false
  • Final hold violation count: 0
  • Final WS setup: roughly 1200 ps
  • Rel. slew slack: 0.5133
  • Pins Over Slew Limit: 0

Critical path
  • Critical Path AT: approximately 2500 ps
  • Worst-path maximum fanout: 14
  • Type of the worst setup path: reg2reg
  • WP data required: between 3000 and 4000 ps
  • CP peak stage delay: 640 ps
  • Critical Path End Type: register
  • Slowest-stage cell, CP: dfxtp_1
  • CP cell instances: inv_1, ha_1, mux4_2, a21boi_0, a31oi_1
  • Worst setup SP type: register

Die
  • FP Util: 0.3182
  • Die height: ~85 um
  • Die area: 0.007264 sq mm
  • IO Count: 34
  • Die Span X: ~85 um
  • Core Box Area: 0.006531 sq mm
  • # rows: 29

Route
  • ANT cells: 0
  • Via count: 1630
  • DR pass1 iterations: 4
  • DR iter-0 viols: a little over 80
  • DRC errors left: 0
  • Vias per inst: ~4.8
  • Routed wire length: about 4000 um
  • Wire per inst: about 12 um
  • Detail Route Antenna Nets: 0

Pwr
  • Max VDD drop: ~0.00017 V
  • NetSw: 0.2411 mW
  • Combinational power share: 0.109
  • Sequential Power Share: 0.547
  • Int Power: around 0.80 mW
  • Switching Share: 0.2327
  • Clock Power Share: 0.344
  • Overall Power: about 1.0 mW
  • PD cells: 402.8 mW/mm^2
  • Lkg Pwr: 0.9087 nW

Global routing
  • Overflow left after global routing: 0
  • Number of global-route vias before repair: roughly 1600
  • First-pass GRT wire length: slightly above 7000 um
  • Antenna violations before repair: 0
  • Largest net degree at the start of global routing: 23
  • GRT Overall Usage: 0.1237

Finish
  • Layout cells sized above 1: 0.06818
  • Final Util: 0.3939
  • Area growth, synth to finish: 23.78%

Job
  • OpenROAD warning count: 26
  • Max_cap viols: 0

Hold path
  • Worst hold path type: reg2reg

Outcome
  • Outcome: complete, no violations
==> cell type report <==
type | count | area, sq um
clock buffer | 7 | 96.34
clock inverter | 1 | 8.758
fill | 667 | 3959
inverter | 5 | 18.77
multi-input combinational | 171 | 1084
sequential | 46 | 930.9
tap | 77 | 96.34
timing repair buffer | 34 | 337.8
==> registers in the layout (all words and copies together), names as in the netlist <==
signal / flops
data0_l: 12
data1_l: 12
state: 6
dcnt_l: 5
clk_div_l: 3
busy_l: 1
cs_n_l: 1
dout0_l: 1
dout1_l: 1
ldac_n_l: 1
sclk_l: 1
sclk_n_reg_l: 1
sclk_reg_l: 1
==> cells in the final DEF (no fill, tap or decap), drive strengths merged, types with 2 or more instances in the layout <==
cell type / Yosys / layout
o21ai: 8 / 8
a31oi: 4 / 4
a21boi: 28 / 28
nor3: 2 / 2
xnor2: 3 / 3
mux2i: 4 / 4
nor3b: 2 / 2
inv: 5 / 5
nor2: 11 / 11
nand2: 61 / 61
or3: 2 / 2
and2: 7 / 7
clkbuf: 8 / 7
ha: 3 / 3
dfxtp: 45 / 45
clkdlybuf4s50: 0 / 33
nor2b: 7 / 7
a21oi: 3 / 3
a22oi: 2 / 2
nand2b: 3 / 3
mux4: 5 / 5
nand3: 2 / 2
==> power by group through the flow <==
stage	sequential [mW]	clock, mW	combinational, mW
finish	0.566	0.357	0.113
global route	0.570	0.387	0.128
CTS	0.567	0.369	0.115
==> kinds of logic after synthesis <==
logic type	share of synthesized area
and+or+nand+nor	0.2366
AOI/OAI and AO/OA	0.1764
DFF	0.4479
buffers and inverters	0.03070
muxes	0.07345
xor gates and xnor gates	0.01686
adders and majority gates	0.01806
==> per-stage QoR <==
| step | hold WS (ps) | cell area (sq um) | cells |
|---|---|---|---|
| 6_report | 432.8 | 2572 | 341 |
| 4_1_cts | 433.8 | 2572 | 341 |
| 5_1_grt | 476.5 | 2572 | 341 |
| 3_3_place_gp | 412.6 | 2467 | 333 |
| 2_1_floorplan | 398.4 | 2078 | 233 |
| 3_5_place_dp | 421.3 | 2467 | 333 |
==> per-layer routing <==
layer,wire (um),vias up,track usage
li1,-,860,-
met1,1994,730,0.1819
met2,1758,36,0.1943
met3,209,4,0.03554
met4,48,0,0.01233
met5,0,-,0
==> worst paths after layout <==
check / startpoint / endpoint / slack (ps) / depth (start not counted)
worst max-delay path: dcnt_l[0]$_SDFFE_PN0P_ / dout0_l$_SDFFE_PN0P_ / 1170 / 5
worst min-delay path: clk_div_l[0]$_SDFF_PN0_ / clk_div_l[0]$_SDFF_PN0_ / 430 / 1
worst max register to register: dcnt_l[0]$_SDFFE_PN0P_ / dout0_l$_SDFFE_PN0P_ / 1170 / 5
worst min register to register: clk_div_l[0]$_SDFF_PN0_ / clk_div_l[0]$_SDFF_PN0_ / 430 / 1
==> worst max-delay path: cells and delay by family (launching register included) <==
| family | cells | cell delay (ps) |
|---|---|---|
| buffers and inverters | 1 | 120 |
| adders and majority gates | 1 | 600 |
| DFF | 1 | 640 |
| AOI/OAI and AO/OA | 2 | 310 |
| muxes | 1 | 550 |
Power is estimated from default activity; no workload was simulated.
