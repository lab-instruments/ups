[./design.v]
module ups_da2(
    input          clk,
    input          rst_n,
    input          dv,
    input   [11:0] data,
    output         sclk,
    output         dout,
    output         cs_n,
    output         ldac_n,
    output         busy
);
    typedef enum logic[5:0] { DA_INIT, DA_CS_START, DA_CS_STOP, DA_LDAC_START, DA_LDAC_STOP, DA_SND } state_t;
    state_t state;
    logic [ 7:0]  clk_div_l;
    logic         sclk_l;
    logic         sclk_n_l;
    logic         sclk_n_reg_l;
    logic         sclk_reg_l;
    logic         sclk_out_l;
    logic         cs_n_l;
    logic         dout_l;
    logic         ldac_n_l;
    logic         busy_l;
    logic [15:0]  data_l;
    logic [ 4:0]  dcnt_l;
    assign sclk_n_l                    = ~sclk_l;
    assign sclk                        = sclk_out_l;
    assign cs_n                        = cs_n_l;
    assign dout                        = dout_l;
    assign ldac_n                      = ldac_n_l;
    assign busy                        = busy_l;
    always @(posedge clk) begin : SCLK_DIVIDER
        if(rst_n == 1'b0) begin
            clk_div_l                  <= 'b0;
            sclk_l                     <= 1'b0;
        end else begin
            clk_div_l                  <= clk_div_l + 1'b1;                      
            sclk_l                     <= clk_div_l[2];
        end
    end
    always @(posedge clk) begin : READ_STATE_MACHINE
        if(rst_n == 1'b0) begin
            state                      <= DA_INIT;
            dcnt_l                     <= 'b0;
            sclk_n_reg_l               <= 1'b0;
            sclk_reg_l                 <= 1'b0;
            data_l                     <= 'b0;
            dout_l                     <= 1'b0;
            sclk_out_l                 <= 1'b1;
            cs_n_l                     <= 1'b1;
            ldac_n_l                   <= 1'b1;
        end else begin
            cs_n_l                     <= 1'b1;                                  
            sclk_n_reg_l               <= sclk_n_l;                              
            sclk_reg_l                 <= sclk_l;                                
            sclk_out_l                 <= 1'b1;                                  
            ldac_n_l                   <= 1'b1;                                  
            busy_l                     <= 1'b1;                                  
            case(state)
                DA_INIT : begin
                    busy_l             <= 1'b0;                                  
                    if(dv == 1'b1) begin
                        state          <= DA_CS_START;                           
                        dcnt_l         <= 5'h10;                                 
                        data_l[11:0]   <= data;                                  
                        data_l[15]     <= 1'b0;                                  
                        data_l[14]     <= 1'b0;                                  
                        data_l[13]     <= 1'b1;                                  
                        data_l[12]     <= 1'b1;                                  
                    end
                end
                DA_CS_START : begin
                    if((sclk_l == 1'b0) && (sclk_reg_l == 1'b1)) begin           
                        cs_n_l         <= 1'b0;                                  
                        state          <= DA_SND;                                
                        dout_l         <= data_l[dcnt_l - 1'b1];                 
                        dcnt_l         <= dcnt_l - 1'b1;                         
                    end
                end
                DA_SND : begin
                    sclk_out_l         <= sclk_l;                                
                    cs_n_l             <= 1'b0;                                  
                    if((sclk_l == 1'b0) && (sclk_reg_l == 1'b1)) begin           
                        dout_l         <= data_l[dcnt_l - 1'b1];                 
                        dcnt_l         <= dcnt_l - 1'b1;                         
                    end
                    if((sclk_l == 1'b1) && (sclk_reg_l == 1'b0)) begin           
                        if(dcnt_l == 5'h0) begin
                            state      <= DA_CS_STOP;                            
                            dcnt_l     <= 5'h0;                                  
                        end
                    end
                end
                DA_CS_STOP : begin
                    cs_n_l             <= 1'b0;                                  
                    if((sclk_n_l == 1'b0) && (sclk_n_reg_l == 1'b1)) begin       
                        state          <= DA_LDAC_START;                         
                    end
                end
                DA_LDAC_START : begin
                    if((sclk_l == 1'b0) && (sclk_reg_l == 1'b1)) begin           
                        state          <= DA_LDAC_STOP;                          
                    end
                end
                DA_LDAC_STOP : begin
                    ldac_n_l           <= 1'b0;                                  
                    if((sclk_l == 1'b1) && (sclk_reg_l == 1'b0)) begin           
                        state          <= DA_INIT;                               
                    end
                end
                default : begin
                    state              <= DA_INIT;                               
                end
            endcase
        end
    end
endmodule
[./run.sh]
#!/bin/bash
# OpenROAD 26Q1-2900-gdf79404cd8, Yosys 0.63+post, stock flow scripts
make -C /OpenROAD-flow-scripts/flow DESIGN_CONFIG=/design/flow/config.mk WORK_HOME=/design/flow/orfs finish
[./config.mk]
export PLATFORM = sky130hd
export DESIGN_NAME = ups_da2
export DESIGN_NICKNAME = ups_da2
export VERILOG_FILES = /design/flow/design.v
export SDC_FILE = /design/flow/constraint.sdc
export NUM_CORES = 4
export LEC_CHECK = 1
export CORE_UTILIZATION = 30
[./constraint.sdc]
current_design ups_da2

set clk_period 2.4
set clk_io_pct 0.2

create_clock -name clk0 -period $clk_period [get_ports {clk}]

set non_clock_inputs [all_inputs -no_clocks]
set_input_delay [expr $clk_period * $clk_io_pct] -clock clk0 $non_clock_inputs
set_output_delay [expr $clk_period * $clk_io_pct] -clock clk0 [all_outputs]
==> notes.md <==
Item: results of the latest flow run.

- The depth of the worst register-to-register path is 6.
- Data arrives at the worst endpoint at 1840 ps.
- The most critical hold endpoint after final layout shows a slack of 426 ps.
- The total length of routed wires is 2720 um.
- Routability-driven placement finished with a final weighted congestion of 0.859.
- The die is 73.2 um tall.
- In this design, the stage delay of the slowest critical-path cell is 500 ps.
- The minimum setup slack in the final design is 716 ps.
- The total design power is 1.12 mW.
- The maximum number of pins on one net before global-route repair is 20.
- The number of cells reported by Yosys stat comes to 159.
- The initial antenna violation count was 0.
- The number of inserted diodes is 0.
- In the final timing run, aggregate negative setup slack is 0 ps.
- The initial utilization of the core area, before any placement, comes to 31.8%.
- For the worst-skew pair, the clock arrives at the later sink with an insertion delay of 280 ps.
- The cell chosen for the clock root is sky130_fd_sc_hd__clkbuf_8.
- The gate count after technology mapping is 159.
- The cell resize tally after clock tree synthesis is 0.
- The area growth from synthesis to layout is 22.0%.
- Before any placement, the netlist area is recorded as 1520 um2.
- The report shows a maximum critical-path fanout of 5.
- Grouping non-sequential cells by family puts the most area in simple AND/OR/NAND/NOR gates.
- Measured along the x axis, the die boundary spans 73.2 um.
- The cell area after placement is 1780 um2.
- The cell with the biggest individual delay on the critical path is sky130_fd_sc_hd__clkdlybuf4s50_1.
- The pin closest to its max-slew limit shows a slew of 605 ps.
- The endpoint type of the worst setup path is a register.
- Setup slack on the worst path after placement came out at 431 ps.
- Looking at the VDD voltage map, the peak drop is 0.299 mV.
- Summing the areas of all xor and xnor instances in the mapped netlist gives 3.45% of the synthesized area.
- The H-tree was split into 2 levels.
- The clock period minus worst slack is 1680 ps.
- Per STA, the worst path is made up of clkdlybuf4s50_1 > and2b_1 > o41ai_2 > nor2_1.
- The via count of the first global-routing pass is 1088.
- In the log, the iteration count for the first detailed-route pass is 4.
- In this run, post-CTS hold repair placed 0 buffers.
- The run finished with clean final reports.
- The floorplan step defined a die boundary enclosing 5360 um2.
- The most common logic cells in the final layout are sky130_fd_sc_hd__nand2_1, sky130_fd_sc_hd__dfxtp_1, sky130_fd_sc_hd__clkdlybuf4s50_1, sky130_fd_sc_hd__a21boi_0, sky130_fd_sc_hd__and2_1.
- The final worst clock skew is 8.86 ps.
- The synthesized design contains 35 register bits.
- The critical path is of the input pin to register type.
- The logs give a warning total of 26.
- The area share of and-or/or-and cells after synthesis is 13.7%.
- The report gives the cell count of the worst hold path as 1.
- The number of cell rows is 25.
- The CTS sink count is 35.
- Global routing finished with a remaining overflow of 0.
- TritonCTS built the clock tree.
- The analysis attributes to cell leakage a power of 0.690 nW.
- Nets still carrying antenna violations after routing amount to 0.
- The number of CTS-inserted buffers is 5.
- The Yosys chip area is 1520 um2.
- The region available for standard cell placement spans 4790 um2.
- Summing the areas of all fa, ha and maj instances in the mapped netlist gives 2.47% of the synthesized area.
- The share of the Yosys chip area taken by registers is 46.7%.
- The worst setup path is launched from an input pin.
- After legalization and detailed placement, the total HPWL measured 1930 um.
- Per the final timing report, the hold violations number 0.
- The number of vias after detailed routing is 1092.
- The aggregate global-route resource usage is 11.9%.
- The share of synthesized cell area in and, or, nand and nor gates is 23.6%.
- The tally of buffers added on design ports is 19.
- The final-report max-slew violation count is 0.
- The average cell area after synthesis is 9.57 um2.
- The clock passes through at most 2 buffers.
- Of the cells placed in the final design, the portion with a size suffix greater than 1 is 8.29%.
- Setup repair after global routing left no endpoint under its margin.
- Synthesis instantiated 34 different standard cells from the library.
- The first routing iteration left 58 violations.
- The power density over cell area is 602 nW/um2.
- Looking at the post-CTS report, the setup buffer insertion count equals 0.
- The number of primary I/O pins is 20.
- The clock transition time at the flip-flop clock pins of the worst setup and hold paths is 70 ps.
- The warning tally printed by Yosys for this design is 1.
- The area fraction in mux cells is 6.50%.
- The total DRC errors in the routed layout is 0.
- The final tally of setup violations is 0.
- The fraction of the cycle the final worst path needs is 70.2%.
- The required time reported for the critical path endpoint is 2560 ps.
- The average via count per standard cell is 4.40.
- The routed wirelength normalized by instance count is 11.0 um.
- Across the run, the number of max-cap violations was 0.
- The first global-routing pass estimated 4860 um of wire.
- In this run the tightest slew margin relative to its limit is 59.5%.
- The path type of the worst min-delay path is register to register.
- With fillers left out, the area of the finished cells amounts to 1860 um2.
- The timing-limited maximum frequency is 0.594 GHz.
-- synth_stat cells (all sizes together) --
| library cell | number | area (um2) |
|---|---|---|
| dfxtp | 34 | 681 |
| clkbuf | 4 | 15.0 |
| nand2b | 2 | 12.5 |
| o22ai | 1 | 6.26 |
| nor3 | 4 | 35.0 |
| ha | 3 | 37.5 |
| nor4b | 2 | 30.0 |
| or2 | 1 | 6.26 |
| a21oi | 3 | 15.0 |
| and2b | 3 | 23.8 |
| a21boi | 14 | 105 |
| o21ai | 3 | 15.0 |
| mux2i | 2 | 20.0 |
| xnor2 | 5 | 43.8 |
| nor2b | 3 | 18.8 |
| nand3 | 2 | 10.0 |
| a31oi | 1 | 6.26 |
| a211oi | 2 | 15.0 |
| and2 | 9 | 56.3 |
| mux4 | 3 | 78.8 |
| nand2 | 34 | 128 |
| xor2 | 1 | 8.76 |
| o21a | 2 | 15.0 |
| nor2 | 7 | 26.3 |
| o211ai | 2 | 15.0 |
| o41ai | 1 | 16.3 |
| buf | 2 | 16.3 |
| and3 | 1 | 6.26 |
| nand4 | 1 | 6.26 |
| edfxtp | 1 | 30.0 |
| inv | 6 | 22.5 |
-- worst max-delay path: cells and delay by family --
| kind | cells | cell delay [ps] |
|---|---|---|
| buffers and inverters | 1 | 500 |
| AND-OR/OR-AND | 1 | 500 |
| AND/OR/NAND/NOR | 2 | 360 |
-- power by group --
group,internal (mW),switching [mW],total (mW)
Combinational,0.0555,0.0460,0.102
Clock,0.200,0.189,0.388
Sequential,0.610,0.0167,0.627
Total,0.865,0.251,1.12
-- logic make-up (layout without fill, tap and decap cells) --
| kind of cell | Yosys count | in the layout |
|---|---|---|
| flip-flops | 35 | 35 |
| multiplexers | 5 | 5 |
| AND/OR/NAND/NOR | 69 | 69 |
| XOR/XNOR | 6 | 6 |
| AND-OR/OR-AND | 29 | 29 |
| buffers and inverters | 12 | 34 |
| adder cells (fa/ha/maj) | 3 | 3 |
-- layout make-up --
class	count	area, um2
tap	67	83.8
sequential	35	711
fill	461	2930
multi-input combinational	112	757
timing repair buffer	21	205
inverter	6	22.5
clock buffer	7	76.3
-- final timing paths --
| path | start | to | slack [ps] |
|---|---|---|---|
| worst max-delay path | dv | dcnt_l[0] | 720 |
| worst max register to register | dcnt_l[1] | dout_l | 780 |
| worst min register to register | clk_div_l[0] | clk_div_l[0] | 430 |
| worst min-delay path | clk_div_l[0] | clk_div_l[0] | 430 |
-- registers in the layout, summed over array words and instances, names as in the netlist --
signal,cells
data_l,13
state,6
dcnt_l,5
clk_div_l,3
busy_l,1
cs_n_l,1
dout_l,1
ldac_n_l,1
sclk_l,1
sclk_n_reg_l,1
sclk_out_l,1
sclk_reg_l,1
-- per-stage QoR --
step | instances | utilization [%]
6_report | 248 | 38.8
5_1_grt | 248 | 38.8
4_1_cts | 248 | 38.8
3_5_place_dp | 241 | 37.2
3_3_place_gp | 241 | 37.2
2_1_floorplan | 159 | -
-- layer usage --
layer | up-vias | share of wire (%) | track usage [%]
met1 | 483 | 51 | 18.0
met2 | 25 | 44 | 18.4
met4 | 0 | 1.4 | 2.40
met3 | 4 | 4.0 | 2.24
met5 | - | 0 | 0
li1 | 580 | - | -
No activity file was given, so power comes from the tool's default toggle rates.
