===== /design/flow/config.mk =====
export PLATFORM = sky130hd
export DESIGN_NAME = ups_ad
export DESIGN_NICKNAME = ups_ad
export VERILOG_FILES = /design/flow/design.v
export SDC_FILE = /design/flow/constraint.sdc
export NUM_CORES = 4
export LEC_CHECK = 1
export CORE_UTILIZATION = 50

===== /design/flow/constraint.sdc =====
current_design ups_ad

set clk_period 3.4
set clk_io_pct 0.2

create_clock -name clk0 -period $clk_period [get_ports {clk}]

set non_clock_inputs [all_inputs -no_clocks]
set_input_delay [expr $clk_period * $clk_io_pct] -clock clk0 $non_clock_inputs
set_output_delay [expr $clk_period * $clk_io_pct] -clock clk0 [all_outputs]

===== /design/flow/design.v =====
module ups_ad(
    input          clk,
    input          rst_n,
    output  [11:0] data,
    output         dv,
    output         sclk,
    input          din,
    output         cs_n
);
    typedef enum logic[5:0] { AD_INIT, AD_CS_SYNC_ASSERT, AD_CLK_DATA, AD_CS_SYNC_DEASSERT, AD_REG_DATA } state_t;
    state_t state;
    logic [15:0]  clk_sr_l;
    logic         clk_div_l;
    logic         clk_div_reg0_l;
    logic         clk_div_reg1_l;
    logic         clk_div_red_l;
    logic         clk_div_fed_l;
    logic         sclk_l;
    logic         cs_n_l;
    logic [11:0]  data_l;
    logic [15:0]  data_reg_l;
    logic [ 4:0]  dcnt_l;
    logic         dv_l;
    logic         ad_strobe_l;
    logic         ad_strobe_reg_l;
    logic         ad_strobe_red_l;
    assign sclk                        = sclk_l;
    assign cs_n                        = cs_n_l;
    assign data                        = data_l;
    assign dv                          = dv_l;
    always @(posedge clk) begin : SCLK_DIVIDER
        if(rst_n == 1'b0) begin
            clk_sr_l                   <= 'b0;
            clk_div_l                  <= 1'b0;
            clk_div_reg0_l             <= 1'b0;
            clk_div_reg1_l             <= 1'b0;
            ad_strobe_l                <= 1'b0;
            ad_strobe_reg_l            <= 1'b0;
        end else begin
            clk_sr_l                   <= clk_sr_l + 1'b1;                       
            clk_div_l                  <= clk_sr_l[3];                           
            clk_div_reg0_l             <= clk_div_l;                             
            clk_div_reg1_l             <= clk_div_reg0_l;                        
            ad_strobe_l                <= clk_sr_l[12];                          
            ad_strobe_reg_l            <= ad_strobe_l;                           
        end
    end
    always @(posedge clk) begin : EDGE_DETECTOR
        if(rst_n == 1'b0) begin
            clk_div_red_l              <= 1'b0;
            clk_div_fed_l              <= 1'b0;
            ad_strobe_red_l            <= 1'b0;
        end else begin
            clk_div_red_l              <= 1'b0;
            clk_div_fed_l              <= 1'b0;
            ad_strobe_red_l            <= 1'b0;
            if((clk_div_l == 1'b1) && (clk_div_reg0_l == 1'b0)) begin
                clk_div_red_l          <= 1'b1;
            end
            if((clk_div_l == 1'b0) && (clk_div_reg0_l == 1'b1)) begin
                clk_div_fed_l          <= 1'b1;
            end
            if((ad_strobe_l == 1'b1) && (ad_strobe_reg_l == 1'b0)) begin
                ad_strobe_red_l        <= 1'b1;
            end
        end
    end
    always @(posedge clk) begin : AD_READ_STATE_MACHONE
        if(rst_n == 1'b0) begin
            sclk_l                     <= 1'b1;                                  
            cs_n_l                     <= 1'b1;                                  
            data_l                     <= 'h0;                                   
            data_reg_l                 <= 'h0;                                   
            dv_l                       <= 'b0;                                   
            state                      <= AD_INIT;                               
            dcnt_l                     <= 'h0;                                   
        end else begin
            sclk_l                     <= 1'b1;                                  
            cs_n_l                     <= 1'b1;                                  
            dv_l                       <= 1'b0;                                  
            case(state)
                AD_INIT : begin
                    if(ad_strobe_red_l == 1'b1) begin
                        state          <= AD_CS_SYNC_ASSERT;                     
                    end
                end
                AD_CS_SYNC_ASSERT : begin
                    if(clk_div_red_l == 1'b1) begin
                        state          <= AD_CLK_DATA;                           
                        dcnt_l         <= 5'd14;                                 
                    end
                end
                AD_CLK_DATA : begin
                    cs_n_l             <= 1'b0;
                    sclk_l             <= clk_div_reg0_l;
                    if(clk_div_red_l == 1'b1) begin
                        data_reg_l[dcnt_l] <= din;                               
                        if(dcnt_l == 5'h0) begin
                            state      <= AD_CS_SYNC_DEASSERT;
                        end else begin
                            dcnt_l     <= dcnt_l - 1'b1;                         
                        end
                    end
                end
                AD_CS_SYNC_DEASSERT : begin
                    cs_n_l             <= 1'b0;
                    sclk_l             <= 1'b1;
                    if(clk_div_fed_l == 1'b1) begin
                        state          <= AD_REG_DATA;                           
                    end
                end
                AD_REG_DATA : begin
                    data_l             <= data_reg_l[11:0];                      
                    dv_l               <= 1'b1;                                  
                    state              <= AD_INIT;                               
                end
                default : begin
                    state              <= AD_INIT;                               
                end
            endcase
        end
    end
endmodule

===== /design/flow/run.sh =====
#!/bin/bash
# OpenROAD 26Q1-2900-gdf79404cd8, Yosys 0.63+post, stock flow scripts
make -C /OpenROAD-flow-scripts/flow DESIGN_CONFIG=/design/flow/config.mk WORK_HOME=/design/flow/orfs finish

==> impl_metrics.csv <==
group,metric,value,unit
timing,rsz0062_at_grt,"false",
pwr,p_sw_share,18.8,%
synth,synth_area,2340,sq um
pwr,peakVddDrop,510,uV
synth,simple_gate_share,22.4,%
synth,synth_seq_share,48.7,%
worst_setup_path,crit_fanout,12,
die,core,4440,sq um
timing,relSlewSlack,45.8,%
drt,wirelength,4380,microns
pwr,powerDensity,541,nW/um^2
clock_network,clock_latency,0.33,ns
place,routabilityCongestion,0.826,
drt,viasPerCell,5.39,
place,dpl.hpwl,2770,microns
clock_network,path_clk_slew,0.06,ns
final_layout,drive_above_1_share,8.12,%
timing,fin_crit_sh,79.4,%
worst_setup_path,worstPathArrival,2.92,ns
die,pin_count,18,
global_routing,overflow,0,
timing,fin_skew,0.00251,ns
worst_setup_path,setup.worst_path.end_class,"flop",
synth,ys_cells,250,
drt,diodes,0,
drt,drt-initial-drc-count,80,
clock_network,cts_setup_buffers,0,
synth,syn_area_per_cell,9.37,sq um
timing,final_max_slew_viol_count,0,
synth,yosysWarnings,1,
pwr,leakage,0.00105,uW
synth,synth_cells,250,
drt,remaining_drc_errors,0,
global_routing,antenna_found_initial,0,
clock_network,clockRootBuffer,"clkbuf_8",
timing,fin_crit,2.70,ns
global_routing,grt_max_degree,24,
pwr,pwr-share-seq,44.7,%
drt,dr.pass1.iters,4,
global_routing,grt_pass1_wl,7590,microns
timing,finalHoldWorstSlack,0.384,ns
worst_setup_path,crit_type,"reg2reg",
synth,aoi_share,10.8,%
clock_network,cts_tree,"built",
worst_setup_path,worst_ep_required_time,3.62,ns
hold_path,min_to,"ad_strobe_red_l",
final_layout,area_growth,19.0,%
synth,synth.logic.top_family,"simple AND/OR/NAND/NOR gates",
final_layout,fin_area,2790,sq um
worst_setup_path,worstRegToRegCells,8,
global_routing,grt_pass1_vias,1598,
place,port_buffers,17,
drt,post_drt_wl_per_cell,13.5,microns
clock_network,clk_path_buf_depth,2,
worst_setup_path,start_kind,"flop",
worst_setup_path,reg2reg_from,"dcnt_l[0]",
worst_setup_path,rrSetupSlack,0.70,ns
clock_network,post_cts_resized,0,
synth,mux_share,7.69,%
clock_network,cts.sinks,57,
place,dpl_cell_area,2520,sq um
global_routing,grt_use_total,20.0,%
hold_path,hp-class,"reg2reg",
drt,final_antenna_net_count,0,
run_status,status,"finished clean",
hold_path,hold_start,"ad_strobe_reg_l",
timing,setup_viol,0,
pwr,net-switching-power,284,uW
drt,vias,1742,
synth,yosysUniqueCellTypes,42,
timing,clock.fmax,370,MHz
die,num_rows,24,
timing,final-hold-violation-count,0,
die,fp.dieW,70.5,microns
clock_network,cts_max_level,3,
pwr,comb_power_share,1.6,%
clock_network,cts_buffers,9,
synth,synth_flops,57,
pwr,clockPowerShare,53.8,%
die,chip_area,4960,sq um
final_layout,final_core_util,62.7,%
flow_run,drv_cap,0,
pwr,internal-power,1230,uW
synth,ys_sh_adder,2.67,%
clock_network,hold_buffers,0,
die,fp.dieH,70.5,microns
synth,yosys.stat.chipArea,2340,sq um
flow_run,openroad.warnings,28,
synth,xor_share,3.36,%
hold_path,whs_path_depth,1,
timing,tightest_slew,0.812,ns
pwr,power.total,1510,uW
die,floorplan.core_util,52.7,%
timing,setup_tns,0,ns
worst_setup_path,r2r-end,"data_reg_l[9]",
[synthesized netlist by cell type]
cell type	instances	area [sq um]
and3_1	3	18.8
nor2_1	24	90.1
nor2b_1	3	18.8
o211a_1	1	10.0
buf_2	7	35.0
clkbuf_1	6	22.5
o21ai_0	7	35.0
nand4_2	1	12.5
a21oi_1	10	50.1
mux2i_1	18	180
clkinv_1	1	3.75
nand2_1	24	90.1
o21ai_1	1	5.00
ha_1	5	62.6
and3b_1	2	17.5
and2_1	6	37.5
nor4_1	6	37.5
nand3b_1	1	7.51
or3_4	1	11.3
inv_1	8	30.0
nor4b_2	1	15.0
or3_1	5	31.3
nor3_1	2	10.0
buf_6	1	11.3
nand2b_1	2	12.5
a211o_1	1	8.76
a221oi_1	1	8.76
o21a_1	2	15.0
a41o_1	2	20.0
xnor2_1	7	61.3
a31o_1	1	8.76
nor3b_1	4	30.0
a31oi_1	5	31.3
dfxtp_1	57	1140
o22ai_2	1	12.5
o31a_1	1	8.76
nand3_1	8	40.0
o21bai_1	3	22.5
nand4_1	7	43.8
xor2_1	2	17.5
a32o_1	1	10.0
o211ai_1	1	7.51
[power by group through the flow]
stage / logic [uW] / registers [uW] / clock network, uW
4_1_cts: 23.8 / 674 / 827
5_1_grt: 26.1 / 674 / 866
6_report: 23.5 / 674 / 811
[cells in the final DEF (no fill, tap or decap), types with 6 or more instances in the layout]
master and count:
nor2_1 24, nand2_1 24, clkbuf_8 12, a21oi_1 10, nor4_1 6, nand4_1 7
mux2i_1 18, and2_1 6, dfxtp_1 57, xnor2_1 7, o21ai_0 7, inv_1 8
nand3_1 8, clkdlybuf4s50_1 17
[routing by layer]
layer	up-vias	part of all wire [%]	GRT usage [%]	routed length, microns
li1	911	-	-	-
met1	801	54	32.9	2350
met2	25	42	28.0	1820
met3	5	3.8	5.55	166
met4	0	0.87	2.49	38
met5	-	0	0	0
[state kept, by name, indices dropped and copies added (netlist names)]
register / cells
clk_sr_l: 13
ad_strobe_l: 1
dv_l: 1
clk_div_l: 1
clk_div_red_l: 1
data_reg_l: 12
cs_n_l: 1
ad_strobe_reg_l: 1
data_l: 12
state: 5
sclk_l: 1
dcnt_l: 5
ad_strobe_red_l: 1
clk_div_reg0_l: 1
clk_div_fed_l: 1
[area by class of cell]
cell class,count,area (sq um)
clock buffer,12,165
clock inverter,4,97.6
fill,367,1660
inverter,9,33.8
multi-input combinational,170,1100
sequential,57,1140
tap,52,65.1
timing repair buffer,19,185
[worst max path at each step]
stage	to	slack [ns]	from
4_1_cts	data_reg_l[9]	0.73	dcnt_l[0]
5_1_grt	data_reg_l[9]	0.46	dcnt_l[0]
6_report	data_reg_l[9]	0.70	dcnt_l[0]
[critical path, stage by stage, from the launching register on]
cell     delay (ns)
dfxtp_1        0.55
inv_1          0.19
ha_1           0.32
nor3b_1        0.20
ha_1           0.35
and3_1         0.37
o211a_1        0.28
nand2_1        0.07
a32o_1         0.25
[through the flow]
stage	instances	setup WS, ns
detailed placement	307	0.756
CTS	323	0.734
global route	323	0.457
finish	323	0.700
floorplan	250	1.04
global placement	307	0.818
[cell families (layout without fill, tap and decap cells)]
family	Yosys count	after routing
and+or+nand+nor	100	100
DFF	57	57
AOI/OAI and AO/OA	38	38
buffers and inverters	23	44
muxes	18	18
xor gates and xnor gates	9	9
adders and majority gates	5	5
Power is estimated from default activity; no workload was simulated.
